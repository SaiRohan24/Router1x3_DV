[/design/flow/run.sh]
#!/bin/bash
# OpenROAD 26Q1-2900-gdf79404cd8, Yosys 0.63+post, stock flow scripts
make -C /OpenROAD-flow-scripts/flow DESIGN_CONFIG=/design/flow/config.mk WORK_HOME=/design/flow/orfs finish
[/design/flow/config.mk]
export PLATFORM = sky130hd
export DESIGN_NAME = router_top
export DESIGN_NICKNAME = router_top
export VERILOG_FILES = /design/flow/design.v
export SDC_FILE = /design/flow/constraint.sdc
export NUM_CORES = 4
export LEC_CHECK = 1
export CORE_UTILIZATION = 30
export SYNTH_HDL_FRONTEND = slang
[/design/flow/constraint.sdc]
current_design router_top

set clk_period 10.1
set clk_io_pct 0.2

create_clock -name clk0 -period $clk_period [get_ports {clk}]

set non_clock_inputs [all_inputs -no_clocks]
set_input_delay [expr $clk_period * $clk_io_pct] -clock clk0 $non_clock_inputs
set_output_delay [expr $clk_period * $clk_io_pct] -clock clk0 [all_outputs]
[/design/flow/design.v]
interface router_if(input bit clock);
	logic [7:0] d_in,d_out;
	logic resetn,pkt_valid,error,busy,read_enb,vld_out;
	bit clk;
	assign clk = clock;
	clocking src_drv_cb @(posedge clk);
		default input #1; 
		output d_in;
		output pkt_valid;
		output resetn;
		input busy;
		input error;
	endclocking
	clocking src_mon_cb @(posedge clk);
		default input #1; 
		input d_in;
		input pkt_valid;
		input error;
		input busy;
	endclocking
	clocking dst_mon_cb @(posedge clk);
		default input #1; 
		input d_out;
		input pkt_valid;
		input vld_out;
		input read_enb;
	endclocking
	clocking dst_drv_cb @(posedge clk);
		default input #1; 
		input vld_out;
		output read_enb;
	endclocking
	modport SRC_DRV_MP (clocking src_drv_cb);
	modport SRC_MON_MP (clocking src_mon_cb);
	modport DST_DRV_MP (clocking dst_drv_cb);
	modport DST_MON_MP (clocking dst_mon_cb);
endinterface  
module router_fifo(clk,resetn,soft_reset,write_enb,read_enb,d_in,lfd_state,empty,d_out,full);
	input clk,resetn,soft_reset,read_enb,write_enb,lfd_state;
	input [7:0]d_in;
	output empty,full;
	output reg [7:0]d_out;
	reg temp;
	reg [4:0]write_enb_ptr,read_enb_ptr;
	reg [6:0]count;
	reg [8:0] mem [15:0];
	integer i,j;
	assign full = (write_enb_ptr[4]!=read_enb_ptr[4])&&(write_enb_ptr[3:0]==read_enb_ptr[3:0]);
	assign empty = (write_enb_ptr==read_enb_ptr);
	always@(posedge clk)
		begin
			if(!resetn)
				begin
				temp<=0;
				end
			else
				begin
				temp<=lfd_state;
				end
		end
	always@(posedge clk)
		begin
			if(!resetn)
				begin
					for(i=0;i<16;i=i+1)
						begin
							mem[i]<=0;
							write_enb_ptr<=0;
						end
				end
			else if(soft_reset)
				begin
					for(j=0;j<16;j=j+1)
						begin
							mem[j]<=0;
							write_enb_ptr<=0;
						end
				end
			else if(write_enb && !full)
				begin 
					{mem[write_enb_ptr[3:0]][8],mem[write_enb_ptr[3:0]][7:0]}<={temp,d_in};
					write_enb_ptr<=write_enb_ptr+1'b1;
				end
			else
				write_enb_ptr<=write_enb_ptr;
		end
	always@(posedge clk)
		begin
				if(!resetn)
					begin
						d_out<=8'b0;
						read_enb_ptr<=0;
					end
				else if(soft_reset)
					begin
						d_out<=8'bz;
					end
				else if(read_enb && !empty)
					begin
						d_out<=mem[read_enb_ptr[3:0]][7:0];
						read_enb_ptr<=read_enb_ptr+1'b1;
					end
				else
					d_out<=8'bz;
		end
	always@(posedge clk)
		begin
			if(!resetn)
				count<=0;
			else if(soft_reset)
				count<=0;
			else if(read_enb && !empty)
				begin
					if(mem[read_enb_ptr[3:0]][8]==1)
						count<=mem[read_enb_ptr[3:0]][7:2]+1'b1;
					else
						count<=count-1'b1;
				end
			else
				count<=count;
		end 
endmodule
module router_fsm(clk,resetn,pkt_valid,d_in,fifo_full,empty_0,empty_1,
                  empty_2,soft_reset_0,soft_reset_1,soft_reset_2,parity_done,
						low_pkt_valid,write_enb_reg,detect_add,ld_state,laf_state,lfd_state,
						full_state,rst_int_reg,busy);
			input [1:0]d_in;
			input clk,resetn,pkt_valid,fifo_full,empty_0,empty_1,empty_2,soft_reset_0,
			      soft_reset_1,soft_reset_2,parity_done,low_pkt_valid;
			output write_enb_reg,detect_add,ld_state,laf_state,lfd_state,full_state,rst_int_reg,busy;
			parameter DECODE_ADDRESS = 3'b000,
			          LOAD_FIRST_DATA = 3'b001,
						 WAIT_TILL_EMPTY = 3'b010,
						 LOAD_DATA = 3'b011,
						 LOAD_PARITY = 3'b100,
						 FIFO_FULL_STATE = 3'b101,
						 LOAD_AFTER_FULL = 3'b110,
						 CHECK_PARITY_ERROR = 3'b111;
			reg [2:0]next_state,present_state;
			always@(posedge clk)
			   begin
				   if(!resetn)
					    present_state <= DECODE_ADDRESS;
					else if(((soft_reset_0) && (d_in[1:0]==2'b00)) || 
					        ((soft_reset_1) && (d_in[1:0]==2'b01)) || 
							  ((soft_reset_2) && (d_in[1:0]==2'b10)))
					    present_state <= DECODE_ADDRESS;
					else
					    present_state <= next_state;
				end
			always@(*)
			   begin
				  case(present_state)
				      DECODE_ADDRESS : begin
						                    if((pkt_valid && (d_in[1:0]==2'd0) && empty_0) ||
												     (pkt_valid && (d_in[1:0]==2'd1) && empty_1) ||
													  (pkt_valid && (d_in[1:0]==2'd2) && empty_2))
													  next_state = LOAD_FIRST_DATA;
												  else if((pkt_valid && (d_in[1:0]==2'd0) && !empty_0) ||
												          (pkt_valid && (d_in[1:0]==2'd1) && !empty_1) ||
													      (pkt_valid && (d_in[1:0]==2'd2) && !empty_2))
													  next_state = WAIT_TILL_EMPTY;
												  else
												     next_state = DECODE_ADDRESS;
					  					     end
						LOAD_FIRST_DATA : begin
						                     next_state = LOAD_DATA;
											   end
						WAIT_TILL_EMPTY : begin
						                     if((empty_0 && (d_in[1:0]==2'b00)) ||
													   (empty_1 && (d_in[1:0]==2'b01)) ||
														(empty_2 && (d_in[1:0]==2'b10)))
														next_state = LOAD_FIRST_DATA;
													else
													  next_state = WAIT_TILL_EMPTY;
											   end
					   LOAD_DATA : begin
						               if(fifo_full==1'b1)
											     next_state = FIFO_FULL_STATE;
											else if(!fifo_full && !pkt_valid)
											     next_state = LOAD_PARITY;
											else 
											     next_state = LOAD_DATA;
									   end
						LOAD_PARITY : begin
											  next_state = CHECK_PARITY_ERROR;
										  end
						FIFO_FULL_STATE : begin
						                      if(!fifo_full)
													     next_state = LOAD_AFTER_FULL;
													 else
													     next_state = FIFO_FULL_STATE;
											   end
					   LOAD_AFTER_FULL : begin
						                      if(!parity_done && low_pkt_valid)
													       next_state = LOAD_PARITY;
													 else if(!parity_done && !low_pkt_valid)
                                              next_state = LOAD_DATA;
                                        else if(parity_done == 1'b1)
                                              next_state = DECODE_ADDRESS;
                                        else
															 next_state = LOAD_AFTER_FULL;
											  end
						CHECK_PARITY_ERROR : begin
													   if(!fifo_full)
															next_state = DECODE_ADDRESS;
														else
														   next_state = FIFO_FULL_STATE;
													end
						default : next_state = DECODE_ADDRESS;
				  endcase
			   end
         assign detect_add = (present_state == DECODE_ADDRESS)?1'b1:1'b0;
		   assign lfd_state = (present_state == LOAD_FIRST_DATA)?1'b1:1'b0;
			assign ld_state = (present_state == LOAD_DATA)?1'b1:1'b0;
			assign write_enb_reg = ((present_state == LOAD_DATA) ||
											(present_state == LOAD_AFTER_FULL) || 
											(present_state == LOAD_PARITY))?1'b1:1'b0;
			assign full_state = (present_state == FIFO_FULL_STATE)?1'b1:1'b0;
			assign laf_state = (present_state == LOAD_AFTER_FULL)?1'b1:1'b0;
			assign rst_int_reg = (present_state == CHECK_PARITY_ERROR)?1'b1:1'b0;
			assign busy = ((present_state == LOAD_FIRST_DATA) || 
								(present_state == LOAD_PARITY) ||
								(present_state == FIFO_FULL_STATE) ||
								(present_state == LOAD_AFTER_FULL) ||
								(present_state == WAIT_TILL_EMPTY) ||
								(present_state == CHECK_PARITY_ERROR))?1'b1:1'b0;
endmodule
	module router_register(clk,resetn,pkt_valid,fifo_full,rst_int_reg,detect_add,
								ld_state,laf_state,full_state,lfd_state,parity_done,
								low_pkt_valid,error,d_out,d_in);
	input clk,resetn,pkt_valid,fifo_full,rst_int_reg,detect_add,
								ld_state,laf_state,full_state,lfd_state;
	input [7:0]d_in;
	output reg parity_done, low_pkt_valid,error;
	output reg [7:0]d_out;
	reg [7:0]header,full_state_byte,internal_parity,packet_parity;
	always@(posedge clk)
		begin
			if(!resetn)
				d_out<=8'b0;
			else if(lfd_state)
				d_out<=header;
			else if(ld_state && !fifo_full)
				d_out<=d_in;
			else if(laf_state)
				d_out<=full_state_byte;
			else
				d_out<=d_out;				
		end
	always@(posedge clk)
		begin
			if(!resetn)
				header<=8'b0;
			else if(detect_add && pkt_valid && d_in[1:0]!=2'b11)
				header<=d_in;
			else
				header<=header;
		end
	always@(posedge clk)
		begin
			if(!resetn)
				full_state_byte<=8'b0;
			else if(ld_state && fifo_full)
				full_state_byte<=d_in;
			else
				full_state_byte<=full_state_byte;
		end
	always@(posedge clk)
		begin
			if(!resetn)
				internal_parity<=8'b0;
			else if(detect_add)
				internal_parity<=8'b0;
			else if(lfd_state)
				internal_parity<=internal_parity^header;
			else if(pkt_valid && ld_state && !full_state)
				internal_parity<=internal_parity^d_in;
			else
				internal_parity<=internal_parity;
		end
	always@(posedge clk)
		begin
			if(!resetn)
				packet_parity<=8'b0;
			else if(ld_state && !pkt_valid)
				packet_parity<=d_in;
			else
				packet_parity<=packet_parity;
		end
	always@(posedge clk)
		begin
			if(!resetn)
				error<=1'b0;
			else
				begin
					if(parity_done)
						error<=(internal_parity!=packet_parity)?1'b1:1'b0;
				end	
		end
	always@(posedge clk)
		begin
			if(!resetn)
				parity_done<=1'b0;
			else if(ld_state && !full_state && !pkt_valid)
				parity_done<=1'b1;
			else if(laf_state && low_pkt_valid && !parity_done)
				parity_done<=1'b1;
			else
				begin
					if(detect_add)
						parity_done<=1'b0;
				end
		end
	always@(posedge clk)
		begin
			if(!resetn)
				low_pkt_valid<=1'b0;
			else
				begin
					if(rst_int_reg)
						low_pkt_valid<=1'b0;
					if(ld_state && !pkt_valid)
						low_pkt_valid<=1'b1;
				end
		end
endmodule
module router_syn(clk,resetn,d_in,write_enb_reg,detect_add,vld_out_0,vld_out_1,vld_out_2,read_enb_0,read_enb_1,read_enb_2,write_enb,fifo_full,empty_0,empty_1,empty_2,soft_reset_0,soft_reset_1,soft_reset_2,full_0,full_1,full_2);
	input clk,resetn,empty_0,empty_1,empty_2,full_0,full_1,full_2,detect_add,write_enb_reg,read_enb_0,read_enb_1,read_enb_2;
	input [1:0]d_in;
	output reg soft_reset_0,soft_reset_1,soft_reset_2,fifo_full;
	output reg [2:0] write_enb;
	output vld_out_0,vld_out_1,vld_out_2;
	reg [1:0]temp;
	reg [4:0]count;
	assign vld_out_0 = ~empty_0;
	assign vld_out_1 = ~empty_1;
	assign vld_out_2 = ~empty_2;
	always@(posedge clk)
		begin
			if(!resetn)
				temp<=0;
			else if(detect_add)
				temp<=d_in;
			else
				temp<=temp;
		end
	always@(*)
		begin
			case(temp)
				2'b00 : fifo_full = full_0;
				2'b01 : fifo_full = full_1;
				2'b10 : fifo_full = full_2;
				default : fifo_full = 1'b0;
			endcase
		end
	always@(*)
		begin
			if(write_enb_reg)
				begin
					case(temp)
						2'b00 : write_enb = 3'b001;
						2'b01 : write_enb = 3'b010;
						2'b10 : write_enb = 3'b100;
						default : write_enb = 3'b000;
					endcase
				end
			else
				write_enb = 3'b0;
		end
	always@(posedge clk)
		begin
			if(!resetn)
				count<=5'b0;
			else if(vld_out_0)
				begin
					if(!read_enb_0)
						begin
							if(count==5'd29)
								begin
									soft_reset_0<=1'b1;
									count<=5'b0;
								end
							else
								begin
									soft_reset_0<=1'b0;
									count<=count+5'b1;
								end
						end
					else
						count<=5'b0;
				end
			else if(vld_out_1)
				begin
					if(!read_enb_1)
						begin
							if(count==5'd29)
								begin
									soft_reset_1<=1'b1;
									count<=5'b0;
								end
							else
								begin
									soft_reset_1<=1'b0;
									count<=count+5'b1;
								end
						end
					else
						count<=5'b0;
				end
			else if(vld_out_2)
				begin
					if(!read_enb_2)
						begin
							if(count==5'd29)
								begin
									soft_reset_2<=1'b1;
									count<=5'b0;
								end
							else
								begin
									soft_reset_2<=1'b0;
									count<=count+5'b1;
								end
						end
					else
						count<=5'b0;
				end
			else
				count<=5'b0;
		end
endmodule
module router_top(clk,resetn,read_enb_0,read_enb_1,read_enb_2,d_in,pkt_valid,
		d_out_0,d_out_1,d_out_2,vld_out_0,vld_out_1,vld_out_2,
		error,busy);
	input clk,resetn,read_enb_0,read_enb_1,read_enb_2,pkt_valid;
	input [7:0]d_in;
	output vld_out_0,vld_out_1,vld_out_2,error,busy;
	output [7:0]d_out_0,d_out_1,d_out_2;
	wire [2:0]write_enb;
	wire [7:0]d_out;
	router_register register(clk,resetn,pkt_valid,fifo_full,rst_int_reg,detect_add,ld_state,laf_state,full_state,
				lfd_state,parity_done,low_pkt_valid,error,d_out,d_in);
	router_syn syn(clk,resetn,d_in[1:0],write_enb_reg,detect_add,vld_out_0,vld_out_1,vld_out_2,read_enb_0,read_enb_1,read_enb_2,
			write_enb,fifo_full,empty_0,empty_1,empty_2,soft_reset_0,soft_reset_1,soft_reset_2,full_0,full_1,full_2);
	router_fsm fsm(clk,resetn,pkt_valid,d_in[1:0],fifo_full,empty_0,empty_1,empty_2,soft_reset_0,soft_reset_1,soft_reset_2,
			parity_done,low_pkt_valid,write_enb_reg,detect_add,ld_state,laf_state,lfd_state,full_state,rst_int_reg,busy);
	router_fifo fifo_0(clk,resetn,soft_reset_0,write_enb[0],read_enb_0,d_out,lfd_state,empty_0,d_out_0,full_0);
	router_fifo fifo_1(clk,resetn,soft_reset_1,write_enb[1],read_enb_1,d_out,lfd_state,empty_1,d_out_1,full_1);
	router_fifo fifo_2(clk,resetn,soft_reset_2,write_enb[2],read_enb_2,d_out,lfd_state,empty_2,d_out_2,full_2);
endmodule
==> load_flow_metrics.sql <==
-- load yosys + openroad results
INSERT INTO impl_metrics (metric_group, metric, value, unit) VALUES
('setup_path', 'path_delay_family', 'buffers and inverters', ''),
('setup_path', 'cells_along_the_critical_path', 'buf_4, xnor2_1, nand4_1, nor2_1, inv_1, clkdlybuf4s50_1', ''),
('routing', 'routedWlPerCell', '17.1', 'µm'),
('global_route', 'grt-ovfl-total', '0', ''),
('routing', 'drt_pre_antenna_iters', '5', ''),
('logic_synthesis', 'yosys.stat.chipArea', '0.0207', 'mm²'),
('power_and_ir_drop', 'power.sequential.fraction', '0.503', ''),
('final_layout', 'layout.filler_cells', '6573', ''),
('power_and_ir_drop', 'power_density', '169', 'mW/mm²'),
('sta', 'fin_setup_tns', '0', 'ps'),
('cts', 'cts-hold-fix-buffers', '0', ''),
('final_layout', 'layout-drive-gt1-share', '0.132', ''),
('sta', 'timing.max_slew.rel_slack', '0.400', ''),
('logic_synthesis', 'synth_top_area_share', '0.479', ''),
('sta', 'holdWs', '462', 'ps'),
('global_route', 'grt_antenna_before_repair', '1', ''),
('routing', 'diodes', '0', ''),
('placement', 'detailed_place_hpwl', '30.8', 'mm'),
('cts', 'clk_pin_slew', '60', 'ps'),
('logic_synthesis', 'yosys-top-cells-count', 'sky130_fd_sc_hd__dfxtp_1, sky130_fd_sc_hd__nand3_1, sky130_fd_sc_hd__o21ai_0', ''),
('flow_run', 'max_cap_viol_count', '0', ''),
('logic_synthesis', 'enable_flop_cells', '3', ''),
('placement', 'postPlaceCellArea', '0.0216', 'mm²'),
('power_and_ir_drop', 'pwr-share-comb', '0.012', ''),
('final_layout', 'post-route-cell-area', '0.0233', 'mm²'),
('power_and_ir_drop', 'total_leakage_power', '7.53', 'nW'),
('global_route', 'grt_start_max_net_pins', '83', ''),
('logic_synthesis', 'yosys.cell_count.top_type', 'sky130_fd_sc_hd__dfxtp_1', ''),
('min_path', 'hold_path.startpoint', 'register.full_state_byte[0]$_SDFFE_PN0P_', ''),
('logic_synthesis', 'synth_area_per_cell', '10.2', 'µm²'),
('logic_synthesis', 'synth-seq-area-share', '0.483', ''),
('setup_path', 'worstSetupPathType', 'reg -> out', ''),
('min_path', 'holdPathStages', '2', ''),
('floorplan', 'chip_area', '0.0702', 'mm²'),
('sta', 'slew_viol_final', '0', ''),
('cts', 'number_of_buffers_between_clock_root_and_the_deepest_sink', '3', ''),
('logic_synthesis', 'yosys.cell_types.count', '49', ''),
('setup_path', 'timing.critical_path.required', '8080', 'ps'),
('power_and_ir_drop', 'p_int', '3.12', 'mW'),
('logic_synthesis', 'yosys-top-cells-area', 'sky130_fd_sc_hd__dfxtp_1, sky130_fd_sc_hd__mux4_2, sky130_fd_sc_hd__nand3_1', ''),
('sta', 'max_slew.worst_pin.slew', '897', 'ps'),
('setup_path', 'critPathBufInv', '3', ''),
('logic_synthesis', 'ys_cells', '2032', ''),
('power_and_ir_drop', 'total_switching_power', '819', 'µW'),
('setup_path', 'crit_path_max_incr_delay', '580', 'ps'),
('cts', 'post_cts_resize_count', '0', ''),
('sta', 'final_min_period_over_clock_period', '0.483', ''),
('routing', 'drc', '0', ''),
('setup_path', 'rr_worst_depth', '7', ''),
('cts', 'clock.latency.late_pin', '600', 'ps'),
('setup_path', 'timing.rr.end', 'fifo_0.mem[111]$_SDFFE_PP0P_', ''),
('cts', 'cts-buffers-inserted', '52', ''),
('routing', 'antenna_violating_nets_post_route', '0', ''),
('global_route', 'global_route.usage.total', '0.146', ''),
('floorplan', 'floorplan.die.height', '265', 'µm'),
('logic_synthesis', 'dominantRegCellSynth', 'sky130_fd_sc_hd__dfxtp_1', ''),
('sta', 'grt_setup_unrepaired', 'no', ''),
('sta', 'fmax', '205', 'MHz'),
('power_and_ir_drop', 'power.switching_fraction', '0.208', ''),
('power_and_ir_drop', 'worst_ir_drop_vdd', '0.127', 'mV'),
('setup_path', 'crit_path_top_delay_cell', 'sky130_fd_sc_hd__buf_4', ''),
('cts', 'tritoncts_num_sinks', '499', ''),
('sta', 'timing.clock.skew', '20.8', 'ps'),
('power_and_ir_drop', 'clock_share_of_power', '0.485', ''),
('setup_path', 'rrSetupSlack', '6740', 'ps'),
('global_route', 'grt_pass1_vias', '14285', ''),
('logic_synthesis', 'yosys_warnings', '0', ''),
('routing', 'wl', '49.4', 'mm'),
('floorplan', 'core', '0.0685', 'mm²'),
('run_status', 'outcome', 'finished clean', ''),
('final_layout', 'synthesis_to_finish_area_growth', '12.4', '%');
[power by group through the flow]
stage / clock [mW] / sequential [mW] / combinational [mW]
6_report: 1.91 / 1.98 / 0.0468
5_1_grt: 2.03 / 1.98 / 0.0518
4_1_cts: 1.95 / 1.98 / 0.0474
[worst min-delay path, delay by kind of cell, from the launching register on]
kind,cells,cell delay [ps]
DFF,1,310
muxes,1,50
and+or+nand+nor,1,50
[cell usage in the layout (no fill, tap or decap), types with 3 or more instances in the layout]
cell type and count:
sky130_fd_sc_hd__nor3b_1 3, sky130_fd_sc_hd__nand3_1 408, sky130_fd_sc_hd__xnor2_1 26, sky130_fd_sc_hd__nor2_1 46, sky130_fd_sc_hd__dfxtp_1 492, sky130_fd_sc_hd__and2_1 37
sky130_fd_sc_hd__nor2b_4 3, sky130_fd_sc_hd__clkdlybuf4s50_1 41, sky130_fd_sc_hd__ha_1 17, sky130_fd_sc_hd__nor3_1 8, sky130_fd_sc_hd__o311ai_0 8, sky130_fd_sc_hd__nand3_4 16
sky130_fd_sc_hd__o21ai_0 379, sky130_fd_sc_hd__buf_4 20, sky130_fd_sc_hd__clkbuf_1 12, sky130_fd_sc_hd__nor2b_1 21, sky130_fd_sc_hd__clkbuf_8 12, sky130_fd_sc_hd__nand4b_1 9
sky130_fd_sc_hd__nand3_2 8, sky130_fd_sc_hd__a21boi_0 10, sky130_fd_sc_hd__nand2_1 74, sky130_fd_sc_hd__nand2b_1 8, sky130_fd_sc_hd__edfxtp_1 3, sky130_fd_sc_hd__clkbuf_16 53
sky130_fd_sc_hd__inv_1 14, sky130_fd_sc_hd__mux2i_1 28, sky130_fd_sc_hd__nand4_1 13, sky130_fd_sc_hd__dfxtp_2 4, sky130_fd_sc_hd__o211a_1 3, sky130_fd_sc_hd__bufinv_16 3
sky130_fd_sc_hd__a22oi_1 8, sky130_fd_sc_hd__mux4_2 120, sky130_fd_sc_hd__nor4_1 3, sky130_fd_sc_hd__clkinv_2 9, sky130_fd_sc_hd__xor2_1 34, sky130_fd_sc_hd__a21oi_1 10
sky130_fd_sc_hd__o21ai_1 7, sky130_fd_sc_hd__nand4_4 6, sky130_fd_sc_hd__and4_1 6
[cells by family (layout without fill, tap and decap cells)]
group                      count (synthesis)  after routing  share of synthesized area
muxes                                    148            148                      0.144
and+or+nand+nor                          673            673                      0.180
buffers and inverters                    197            168                     0.0426
adders and majority gates                 17             17                     0.0103
DFF                                      499            499                      0.483
xor gates and xnor gates                  60             60                     0.0253
AOI/OAI and AO/OA                        438            438                      0.114
[through the flow]
step | total power, mW | instances | utilization | worst slack, ps
3_5_place_dp | 2.07 | 2792 | 0.315 | 5260
6_report | 3.94 | 2885 | 0.340 | 5220
3_3_place_gp | 2.07 | 2792 | 0.315 | 5410
5_1_grt | 4.07 | 2885 | 0.340 | 5010
4_1_cts | 3.98 | 2885 | 0.340 | 5160
2_1_floorplan | 2.05 | 2032 | - | 6870
[layout make-up]
cell class | count | area, µm² | share of cell area
flip-flops and latches | 499 | 10000 | 0.430
multi-input cells | 1336 | 9850 | 0.423
clock buffers | 77 | 1540 | 0.0659
clock inverters | 16 | 179 | 0.00768
repair buffers | 61 | 561 | 0.0240
well taps | 882 | 1100 | 0.0473
inverters | 14 | 52.6 | 0.00225
[how the worst max path moves through the flow]
stage	depth (start not counted)	slack [ps]	to
6_report	6	5220	vld_out_2
5_1_grt	6	5010	vld_out_2
4_1_cts	6	5160	vld_out_2
[routing by layer]
layer,GRT usage,vias up,share of wire
met2,0.220,416,0.45
met5,0,-,0.00020
met3,0.0444,60,0.078
met4,0.0203,2,0.015
li1,-,7296,-
met1,0.217,7106,0.46
[flip-flops by register name, indices dropped and copies added, names as in the netlist, 8 cells and up]
name	count
fifo_0.d_out	8
fifo_0.mem	128
fifo_1.d_out	8
fifo_1.mem	128
fifo_2.d_out	8
fifo_2.mem	128
fsm.present_state	8
register.d_out	8
register.full_state_byte	8
register.header	8
register.internal_parity	8
register.packet_parity	8
Power figures rest on the tool's default switching activity, not on a simulated workload.
